<file path="/design/flow/design.v">
module lab1 (CLOCK_50, KEY, LEDR, HEX5, HEX4, HEX3, HEX2, HEX1, HEX0);
input CLOCK_50;
input [3:0] KEY;
output [9:0] LEDR;
output [6:0] HEX5, HEX4, HEX3, HEX2, HEX1, HEX0;
wire fast_clock, slow_clock, resetb;
wire load_pcard1, load_pcard2, load_pcard3;
wire load_dcard1, load_dcard2, load_dcard3;
wire [3:0] pscore, dscore;
wire [3:0] pcard3;
assign resetb = KEY[3];
assign slow_clock = KEY[0];
assign fast_clock = CLOCK_50;
datapath dp (.slow_clock(slow_clock),
             .fast_clock(fast_clock),
             .resetb(resetb),
             .load_pcard1(load_pcard1),
             .load_pcard2(load_pcard2),
             .load_pcard3(load_pcard3),
             .load_dcard1(load_dcard1),
             .load_dcard2(load_dcard2),
             .load_dcard3(load_dcard3),
             .dscore_out(dscore),
             .pscore_out(pscore),
             .pcard3_out(pcard3),
             .HEX5(HEX5),
             .HEX4(HEX4),
             .HEX3(HEX3),
             .HEX2(HEX2),
             .HEX1(HEX1),
             .HEX0(HEX0));
assign LEDR[3:0] = pscore;
assign LEDR[7:4] = dscore;
statemachine sm (.slow_clock(slow_clock),
                 .resetb(resetb),
                 .dscore(dscore),
                 .pscore(pscore),
                 .pcard3(pcard3),
                 .load_pcard1(load_pcard1),
                 .load_pcard2(load_pcard2),
                 .load_pcard3(load_pcard3),						  
                 .load_dcard1(load_dcard1),
                 .load_dcard2(load_dcard2),
                 .load_dcard3(load_dcard3),	
                 .player_win_light(LEDR[8]), 
                 .dealer_win_light(LEDR[9]));
endmodule
module card7seg (SW, HEX0);
input [3:0] SW;
output reg [6:0] HEX0;
always_comb
	case(SW)
		4'b0000 : HEX0 = 7'b1111111;  
		4'b0001 : HEX0 = 7'b0001000;  
		4'b0010 : HEX0 = 7'b0100100;  
		4'b0011 : HEX0 = 7'b0110000;  
		4'b0100 : HEX0 = 7'b0011001;  
		4'b0101 : HEX0 = 7'b0010010;  
		4'b0110 : HEX0 = 7'b0000010;  
		4'b0111 : HEX0 = 7'b1111000;  
		4'b1000 : HEX0 = 7'b0000000;  
		4'b1001 : HEX0 = 7'b0010000;  
		4'b1010 : HEX0 = 7'b1000000;  
		4'b1011 : HEX0 = 7'b1100001;  
		4'b1100 : HEX0 = 7'b0011000;  
		4'b1101 : HEX0 = 7'b0001001;  
		4'b1110 : HEX0 = 7'b1111111;  
		4'b1111 : HEX0 = 7'b1111111;  
		default : HEX0 = 7'b1111111;
 	endcase
endmodule
module datapath ( slow_clock, fast_clock, resetb,
                  load_pcard1, load_pcard2, load_pcard3,
                  load_dcard1, load_dcard2, load_dcard3,				
                  pcard3_out,
                  pscore_out, dscore_out,
                  HEX5, HEX4, HEX3, HEX2, HEX1, HEX0);
input slow_clock, fast_clock, resetb;
input load_pcard1, load_pcard2, load_pcard3;
input load_dcard1, load_dcard2, load_dcard3;
output [3:0] pcard3_out;
output [3:0] pscore_out, dscore_out;
output [6:0] HEX5, HEX4, HEX3, HEX2, HEX1, HEX0;
reg[3:0] new_card;
reg [3:0] pcard1, pcard2, pcard3;	
reg [3:0] dcard1, dcard2, dcard3;				
wire [3:0] test;
localparam zero_value = 4'b0000;
dealcard dealcard(.clock(fast_clock), .resetb(resetb), .new_card(new_card));
always_ff @(posedge slow_clock, negedge resetb)
	begin
		if(resetb == 0) begin
			pcard1 <= zero_value;
			pcard2 <= zero_value;
			pcard3 <= zero_value;
			dcard1 <= zero_value;
			dcard2 <= zero_value;
			dcard3 <= zero_value;
		end else begin
			if(load_pcard1)
				pcard1 <= new_card;
			if(load_pcard2)
				pcard2 <= new_card;
			if(load_pcard3)
				pcard3 <= new_card;
			if(load_dcard1)
				dcard1 <= new_card;
			if(load_dcard2)
				dcard2 <= new_card;
			if(load_dcard3)
				dcard3 <= new_card;
		end
	end
card7seg pcard1Hex(.HEX0(HEX0), .SW(pcard1));
card7seg pcard2Hex(.HEX0(HEX1), .SW(pcard2));
card7seg pcard3Hex(.HEX0(HEX2), .SW(pcard3));
card7seg dcard1Hex(.HEX0(HEX3), .SW(dcard1));
card7seg dcard2Hex(.HEX0(HEX4), .SW(dcard2));
card7seg dcard3Hex(.HEX0(HEX5), .SW(dcard3));
assign pcard3_out = pcard3;
scorehand playerHand(.card1(pcard1), .card2(pcard2), .card3(pcard3), .total(pscore_out));
scorehand dealerHand(.card1(dcard1), .card2(dcard2), .card3(dcard3), .total(dscore_out));
endmodule
module dealcard(clock, resetb, new_card);
input clock, resetb;
output [3:0] new_card;		  
reg [3:0] dealer_card;		 
always_ff @(posedge clock, negedge resetb)
  if (resetb == 0)
     dealer_card <= 1;  
  else
     if (dealer_card == 13)
	     dealer_card = 1;
	  else 
	     dealer_card ++;
assign new_card = dealer_card;
endmodule
module scorehand (card1, card2, card3, total);
input [3:0] card1, card2, card3;
output [3:0] total; 
localparam faceCardStart = 4'b1011;
assign total = (((card1 < faceCardStart) ? card1 : 0) +	
		((card2 < faceCardStart) ? card2 : 0) +
		((card3 < faceCardStart) ? card3 : 0)) % 10;
endmodule
module statemachine ( slow_clock, resetb,
                      dscore, pscore, pcard3,
                      load_pcard1, load_pcard2,load_pcard3,
                      load_dcard1, load_dcard2, load_dcard3,
                      player_win_light, dealer_win_light);
input slow_clock, resetb;
input [3:0] dscore, pscore, pcard3;
output reg load_pcard1, load_pcard2, load_pcard3;
output reg load_dcard1, load_dcard2, load_dcard3;
output reg player_win_light, dealer_win_light;
reg [3:0] current_state, next_state;
localparam s_start     	= 4'b0000; 
localparam s_dealP1    	= 4'b0001;
localparam s_dealD1    	= 4'b0010;
localparam s_dealP2    	= 4'b0011;
localparam s_dealD2    	= 4'b0100;
localparam s_compare1  	= 4'b0101;
localparam s_dealP3    	= 4'b0110;
localparam s_dealD3    	= 4'b0111;
localparam s_evaluate  	= 4'b1000;
localparam s_player		= 4'b1001;
localparam s_dealer 	   = 4'b1010;
localparam s_tie       	= 4'b1011;
localparam faceCardStart = 4'b1011;
wire [3:0] pcard3score;
assign pcard3score = ((pcard3 < faceCardStart) ? pcard3 : 0) % 10;
always_comb
	begin
		case(current_state)
			s_start:	
						next_state = s_dealP1;
			s_dealP1:	
						next_state = s_dealD1;
			s_dealD1:	
						next_state = s_dealP2;
			s_dealP2:	
						next_state = s_dealD2;
			s_dealD2:
						next_state = s_compare1;
			s_compare1: 
						if(pscore >= 8 || dscore >= 8)
							next_state = s_evaluate;
						else if(pscore <= 5)
							next_state = s_dealP3;
						else
							if(dscore <= 5)
								next_state = s_dealD3;
							else 
								next_state = s_evaluate;
			s_dealP3:
						if(dscore == 7)
							next_state = s_evaluate;
						else if(dscore == 6)
							if(pcard3score == 6 || pcard3score == 7)
								next_state = s_dealD3;
							else
								next_state = s_evaluate;
						else if(dscore == 5)
							if(pcard3score >= 4)
								if(pcard3score <= 7)
									next_state = s_dealD3;
								else
								next_state = s_evaluate;
							else
								next_state = s_evaluate;
						else if(dscore == 4)
							if(pcard3score >= 2)
								if(pcard3score <= 7)
									next_state = s_dealD3;
								else
								next_state = s_evaluate;
							else
								next_state = s_evaluate;
						else
							if(pcard3score != 8)
								next_state = s_dealD3;
							else
								next_state = s_evaluate;					
			s_dealD3:
						next_state = s_evaluate;
			s_evaluate:
						if(pscore > dscore)
							next_state = s_player;
						else if(dscore > pscore)
							next_state = s_dealer;
						else
							next_state = s_tie;
			s_player:
					next_state = s_player;
			s_dealer:
					next_state = s_dealer;
			s_tie:
					next_state = s_tie;
			default: 
					next_state = s_start;
		endcase
	end
always_ff @(posedge slow_clock, negedge resetb)
	begin
		if(resetb == 0)
			current_state = s_start;
		else
			current_state = next_state;
	end
always_comb
	begin
		case(current_state)
			s_start:	
					begin
						load_pcard1 = 0;
						load_pcard2 = 0;
						load_pcard3 = 0;
						load_dcard1 = 0;
						load_dcard2 = 0;
						load_dcard3 = 0;
						player_win_light = 0;
						dealer_win_light = 0;
					end
			s_dealP1:	
					begin
						load_pcard1 = 1;
						load_pcard2 = 0;
						load_pcard3 = 0;
						load_dcard1 = 0;
						load_dcard2 = 0;
						load_dcard3 = 0;
						player_win_light = 0;
						dealer_win_light = 0;
					end
			s_dealD1:	
					begin
						load_pcard1 = 0;
						load_pcard2 = 0;
						load_pcard3 = 0;
						load_dcard1 = 1;
						load_dcard2 = 0;
						load_dcard3 = 0;
						player_win_light = 0;
						dealer_win_light = 0;
					end
			s_dealP2:	
					begin
						load_pcard1 = 0;
						load_pcard2 = 1;
						load_pcard3 = 0;
						load_dcard1 = 0;
						load_dcard2 = 0;
						load_dcard3 = 0;
						player_win_light = 0;
						dealer_win_light = 0;
					end
			s_dealD2:	
					begin
						load_pcard1 = 0;
						load_pcard2 = 0;
						load_pcard3 = 0;
						load_dcard1 = 0;
						load_dcard2 = 1;
						load_dcard3 = 0;
						player_win_light = 0;
						dealer_win_light = 0;
					end
			s_compare1: 
					begin
						load_pcard1 = 0;
						load_pcard2 = 0;
						load_pcard3 = 0;
						load_dcard1 = 0;
						load_dcard2 = 0;
						load_dcard3 = 0;
						player_win_light = 0;
						dealer_win_light = 0;
					end
			s_dealP3:	
					begin	
						load_pcard1 = 0;
						load_pcard2 = 0;
						load_pcard3 = 1;
						load_dcard1 = 0;
						load_dcard2 = 0;
						load_dcard3 = 0;
						player_win_light = 0;
						dealer_win_light = 0;	
					end		
			s_dealD3:	
					begin
						load_pcard1 = 0;
						load_pcard2 = 0;
						load_pcard3 = 0;
						load_dcard1 = 0;
						load_dcard2 = 0;
						load_dcard3 = 1;
						player_win_light = 0;
						dealer_win_light = 0;
					end
			s_evaluate:
					begin
						load_pcard1 = 0;
						load_pcard2 = 0;
						load_pcard3 = 0;
						load_dcard1 = 0;
						load_dcard2 = 0;
						load_dcard3 = 0;
						player_win_light = 0;
						dealer_win_light = 0;
					end
			s_player:
					begin
						load_pcard1 = 0;
						load_pcard2 = 0;
						load_pcard3 = 0;
						load_dcard1 = 0;
						load_dcard2 = 0;
						load_dcard3 = 0;
						player_win_light = 1;
						dealer_win_light = 0;
					end
			s_dealer:
					begin
						load_pcard1 = 0;
						load_pcard2 = 0;
						load_pcard3 = 0;
						load_dcard1 = 0;
						load_dcard2 = 0;
						load_dcard3 = 0;
						player_win_light = 0;
						dealer_win_light = 1;
					end
			s_tie:
					begin
						load_pcard1 = 0;
						load_pcard2 = 0;
						load_pcard3 = 0;
						load_dcard1 = 0;
						load_dcard2 = 0;
						load_dcard3 = 0;
						player_win_light = 1;
						dealer_win_light = 1;
					end
			default:
					begin 
						load_pcard1 = 0;
						load_pcard2 = 0;
						load_pcard3 = 0;
						load_dcard1 = 0;
						load_dcard2 = 0;
						load_dcard3 = 0;
						player_win_light = 0;
						dealer_win_light = 0;
					end
		endcase	
	end
endmodule
</file>
<file path="/design/flow/run.sh">
#!/bin/bash
# OpenROAD 26Q1-2900-gdf79404cd8, Yosys 0.63+post, stock flow scripts
make -C /OpenROAD-flow-scripts/flow DESIGN_CONFIG=/design/flow/config.mk WORK_HOME=/design/flow/orfs finish
</file>
<file path="/design/flow/config.mk">
export PLATFORM = sky130hd
export DESIGN_NAME = lab1
export DESIGN_NICKNAME = lab1
export VERILOG_FILES = /design/flow/design.v
export SDC_FILE = /design/flow/constraint.sdc
export NUM_CORES = 4
export LEC_CHECK = 1
export CORE_UTILIZATION = 40
</file>
<file path="/design/flow/constraint.sdc">
current_design lab1

set clk_period 8.0
set clk_io_pct 0.2

create_clock -name clk0 -period $clk_period [get_ports {CLOCK_50}]
create_clock -name clk1 -period $clk_period [get_ports {KEY}]

set non_clock_inputs [all_inputs -no_clocks]
set_input_delay [expr $clk_period * $clk_io_pct] -clock clk0 $non_clock_inputs
set_output_delay [expr $clk_period * $clk_io_pct] -clock clk0 [all_outputs]
</file>
==> summary.txt <==
Status of the implementation.

- The flow ran to the end, but the final reports show violations.
- The final reports fail on hold timing.
- The final hold violation count recorded for this run is 32.
- The count of unique library cells instantiated by Yosys is 90, for reference.
- The antenna cell count is 0, for reference.
- The most heavily used metal layer in global routing is met1, for reference.
- The worst endpoint data arrival time is 5960 ps, for reference.
- TritonRoute output was used to compute an average wire per cell of 14.06 microns.
- The launch point of the worst path is dp.pcard2[0], for reference.
- Dividing the detail-routed via count by the number of cells gives 5.545.
- According to the report, the first pass of detailed routing completed in 5 iterations.
- The number of gates resized after CTS is 0, for reference.
- The core outline area is 0.01142 sq mm, for reference.
- The maximum cell stage delay along the critical path is 610 ps, for reference.
- The launching point of the worst reg2reg path is dp.pcard2[0], for reference.
- The setup slack of the critical path after layout is 436.8 ps, for reference.
- For this design, Yosys synthesis ends with a cell count of 575.
- The worst hold slack after final layout is -299.9 ps, for reference.
- The chip area estimate from yosys synthesis is 0.004693 sq mm, for reference.
- The overall via count from detail_route is 4192, for reference.
- The type of the setup path with the least slack is flop to primary output, for reference.
- The endpoint of the worst register-to-register path is sm.current_state[0], for reference.
- The first-pass GRT wire length is 17900 microns, for reference.
- The run reported a max-capacitance violation count of 0.
- The proportion of power drawn by flip-flops and latches is 28.2%, for reference.
- The post-route standard cell area excluding fillers is 0.005577 sq mm, for reference.
- The initial utilization of the core area, before any placement, comes to 41.10%.
- The share of total power dissipated in the clock network is 71.8%.
- The flip-flop and latch count after synthesis is 32, for reference.
- The total overflow left after global routing is 0.
- Counting cells, the worst reg-to-reg path comes to 28.
- The hold buffer count at CTS is 0, for reference.
- The fraction of synthesized area in multiplexers is 7.465%, for reference.
- The most frequent cell on the critical path is ha_1, for reference.
- The number of placed cells counting well taps is 740, for reference.
- The minimum setup slack after placement is 568.8 ps, for reference.
- The number of warnings the tools reported is 110, for reference.
- The number of setup buffers added after CTS is 0.
- The number of flops mapped to enable cells by yosys is 0, for reference.
- The most used flip-flop cell after synthesis is dfrtp_1, for reference.
- The number of antenna violations at the first check in global routing was 0.
- Setup repair after global routing left no endpoint under its margin.
- Entering global routing, the biggest net connects 18 pins.
- Note, the detailed placer reported a final HPWL of 8120 microns.
- The end point of the critical path is LEDR[3], for reference.
- The net switching fraction of the power is 21.58%, for reference.
- The combinational group share of total power is 0%, for reference.
- The most common logic cells in the final layout are ha_1 (60), clkdlybuf4s50_1 (52), a21oi_1 (48).
- Yosys printed 4 warnings.
- Global routing used 3.655% of the available met3 tracks.
- The type recorded for the worst min-delay path is clock port to asynchronous set/reset pin.
- TritonCTS built the clock tree.
- The leakage component of the power is 0.002320 uW, for reference.
- The count of pins on the block boundary is 57, for reference.
- The cell area after technology mapping is 0.004693 sq mm, for reference.
- The average size of a mapped cell is 8.162 sq um, for reference.
- In this run the worst path has a maximum fanout of 9.
- The detailed router reported a total wirelength of 10630 microns.
- The top cell type in the final layout, fill and taps aside, is ha_1.
- The share of flip-flops with an asynchronous set or reset after synthesis is 100.0%, for reference.
- The dominant kind of combinational cell is AND-OR/OR-AND gates, for reference.
- Relative to the synthesized area, the layout overhead comes to 18.82%.
- The OpenROAD report gives the critical path a required time of 6400 ps.
- On the critical path, the stage with the largest delay is an instance of fa_1.
- The final cell count without fillers is 756, for reference.
- The compound-cell area share of the yosys netlist is 27.65%, for reference.
- After Yosys synthesis, full adders, half adders and majority gates account for 17.70% of the synthesized area.
- Summing the areas of all xor and xnor instances in the mapped netlist gives 2.613% of the synthesized area.
- Synthesis produced a netlist whose cell count is 575.
- The total placed instance area is 0.005231 sq mm, for reference.
- The net switching power in the latest report is 122.0 uW.
- For the pin with the worst max-slew slack, the measured transition is 743.5 ps.
- The final number of max-transition violations is 0, for reference.
- The remaining max-slew budget at the tightest pin is 50.05%, for reference.
- IR analysis of the VDD net gives a maximum drop of 191.9 uV.
- Per the post-CTS timing run, clock transition at the registers of the reported paths is 50 ps.
- In this run the core area contains 39 standard-cell rows.
- The die height is 110.3 microns, for reference.
- In this run the horizontal extent of the chip is 110.3 microns.
- The internal portion of the total power is 443.4 uW.
- Global routing used 30.72% of the available met1 tracks.
- The timing report gives the worst reg2reg path a setup slack of 1400 ps.
- The via count of the first global-routing pass is 3769, for reference.
- The met2 capacity usage during global routing is 25.29%, for reference.
- Setup total negative slack on the finished layout was measured at 0 ps.
- The detail route stage leaves a number of antenna-violating nets equal to 0.
- The script parses the final routing iteration and logs DRC violations as 0.
- The post-synthesis share of cell area spent on and, or, nand and nor gates is 20.13%, for reference.
- The worst setup path is launched from a flop.
- The chip area is 0.01217 sq mm, for reference.
- The layout summary lists the proportion of cells stronger than drive strength 1 as 12.23%.
- Overall routing resource usage recorded by global route was 18.64%.
- After layout, the setup clock skew is reported as 1.363 ps.
- The final number of setup-violating endpoints is 0, for reference.
- Detailed-route iteration 0 reported a violation count of 169.
- The report lists the cells along the critical path as ha_1, o21ai_0, and2_1, ha_1, fa_1, fa_1, a211o_1, a211o_2, nand3_1, ha_1, nand2b_1, o22ai_1, o32ai_1, a41oi_2, and3_1, nor2_1, ha_1, a211oi_1, xnor2_1, a2bb2oi_4, clkdlybuf4s50_1.
- The count of input and output buffers is 52, for reference.
- The nature of the critical path endpoint is a primary output, for reference.
- The final weighted congestion of routability-driven global placement is 0.8974, for reference.
- Sequential cells were found to cover 17.09% of the synthesized design area.
- Power spread over the standard cell area amounts to 101.4 mW/mm^2.
[per-stage QoR]
stage	util (%)	total power [uW]
after floorplan	-	163.4
after global placement	45.81	163.4
after detailed placement	45.81	163.4
after CTS	48.77	620.4
after global routing	48.84	635.8
final	48.84	565.5
[area by class of cell]
cell class	count	area, sq um
timing repair buffer	54	535.5
sequential	32	802.0
clock inverter	4	58.81
fill	1083	5842
tap	143	178.9
inverter	45	168.9
multi-input combinational	466	3553
clock buffer	12	279.0
[state kept, by name (all words and copies together), names as in the netlist]
| register | flops |
|---|---|
| dp.dcard2 | 4 |
| dp.dealcard.dealer_card | 4 |
| dp.pcard1 | 4 |
| dp.dcard1 | 4 |
| dp.pcard3 | 4 |
| dp.dcard3 | 4 |
| sm.current_state | 4 |
| dp.pcard2 | 4 |
[cells in the mapped netlist, drive strengths merged (3+ instances only)]
cell	number	area share [%]
mux2	16	3.8
o31ai	8	1.3
o22ai	4	0.67
o21ai	43	4.7
nand2b	9	1.2
xor2	4	0.75
xnor2	10	1.9
nand2	37	3.0
a2111oi	4	0.77
nand3	12	1.3
nor3	10	1.1
o21a	3	0.48
o221ai	3	0.56
and2	14	1.9
o211ai	8	1.3
dfrtp	31	17
buf	13	2.0
nor2b	15	2.0
inv	45	3.6
a211o	3	0.61
nand3b	4	0.64
a211oi	19	3.1
and3	4	0.53
a21boi	3	0.48
mux2i	8	1.7
clkbuf	19	1.8
ha	60	16
fa	4	1.7
a31oi	5	0.67
nor2	40	3.3
or2	7	0.93
mux4	4	1.9
a21o	7	1.2
a221oi	3	1.1
nor3b	3	0.48
nor4b	4	0.88
a311o	3	0.64
a21oi	50	5.7
[per-layer routing]
layer  vias up  share of wire [%]
li1       2175                  -
met1      1934                 53
met2        76                 42
met3         7                4.0
met4         0               0.84
met5         -                  0
[logic make-up (layout without fill, tap and decap cells)]
group           after synthesis  after routing
simple gates                174            174
flops                        32             32
compound gates              186            186
xor+xnor                     14             14
mux                          28             28
buf+inv                      77            115
fa+ha+maj                    64             64
[worst max-delay path: cells and delay by family (launching register included)]
family,cells,cell delay (ps)
flops,1,450
buf+inv,1,480
xor+xnor,1,210
compound gates,8,1830
simple gates,5,760
fa+ha+maj,6,2010
[how the worst min path moves through the flow]
stage                   from                   to  slack [ps]
after CTS             KEY[3]  sm.current_state[3]        -310
final                 KEY[3]         dp.dcard2[2]        -300
after global routing  KEY[3]  sm.current_state[3]        -320
[power groups by stage]
stage         sequential, uW  combinational (uW)  clock [uW]
CTS                      159             0.00171         461
global route             159             0.00171         476
finish                   160             0.00171         406
No activity file was given, so power comes from the tool's default toggle rates.
